<file path="/design/flow/config.mk">
export PLATFORM = sky130hd
export DESIGN_NAME = top_fpga
export DESIGN_NICKNAME = top_fpga
export VERILOG_FILES = /design/flow/design.v
export SDC_FILE = /design/flow/constraint.sdc
export NUM_CORES = 4
export LEC_CHECK = 1
export CORE_UTILIZATION = 30
</file>
<file path="/design/flow/run.sh">
#!/bin/bash
# OpenROAD 26Q1-2900-gdf79404cd8, Yosys 0.63+post, stock flow scripts
make -C /OpenROAD-flow-scripts/flow DESIGN_CONFIG=/design/flow/config.mk WORK_HOME=/design/flow/orfs finish
</file>
<file path="/design/flow/constraint.sdc">
current_design top_fpga

set clk_period 9.2
set clk_io_pct 0.2

create_clock -name clk0 -period $clk_period [get_ports {clk}]

set non_clock_inputs [all_inputs -no_clocks]
set_input_delay [expr $clk_period * $clk_io_pct] -clock clk0 $non_clock_inputs
set_output_delay [expr $clk_period * $clk_io_pct] -clock clk0 [all_outputs]
</file>
<file path="/design/flow/design.v">
`timescale 1ns / 1ps
module ALU (
    input logic [7:0] a,
    input logic [7:0] b,
    input logic f,
    output logic [7:0] y,
    output logic zero
);
  logic [7:0] p, q;
  adder add (
      .a(a),
      .b(b),
      .c(p)
  );
  subtractor sub (
      .a(a),
      .b(b),
      .c(q)
  );
  always_comb
    case (f)
      0: y = p;   
      1: y = q;   
      default: y = {8{1'bx}};
    endcase
  assign zero = (q == 0);
endmodule
`timescale 1ns / 1ps
module PC (
    input logic clk,
    input logic enable,
    input logic reset,
    input logic [4:0] next_inst_addr,
    input logic pc_src,
    input logic halt,
    output logic [4:0] curr_inst_addr
);
  always_ff @(posedge clk)
    if (reset) begin
      curr_inst_addr <= 5'b0;
    end else if ((enable || pc_src) && !halt) begin
      curr_inst_addr <= next_inst_addr;
    end
endmodule
`timescale 1ns / 1ps
module adder #(
    parameter int WIDTH = 8
) (
    input  logic [WIDTH - 1:0] a,
    input  logic [WIDTH - 1:0] b,
    output logic [WIDTH - 1:0] c
);
  assign c = a + b;
endmodule
`timescale 1ns / 1ps
module controller (
    input logic [2:0] op,
    output logic memW,
    output logic regW,
    output logic aluF,
    output logic mem_to_reg,
    output logic addition,
    output logic branch,
    output logic halt
);
  logic [6:0] controls;
  assign {regW, memW, mem_to_reg, addition, aluF, branch, halt} = controls;
  always_comb
    case (op)
      3'b000:  controls = 7'b0100000;   
      3'b001:  controls = 7'b1010000;   
      3'b010:  controls = 7'b1001000;   
      3'b101:  controls = 7'b0000110;   
      3'b111:  controls = 7'b0000001;   
      default: controls = 7'bxxxxxxx;   
    endcase
endmodule
`timescale 1ns / 1ps
module datapath (
    input logic clk,
    input logic reset,
    input logic [15:0] curr_inst,
    input logic regW,
    input logic [7:0] read_data_dmem,
    input logic mem_to_reg,
    input logic aluF,
    input logic addition,
    input logic branch,
    input logic [4:0] curr_inst_addr,
    output logic [3:0] read_addr_dmem,
    output logic [3:0] write_addr_dmem,
    output logic [4:0] next_inst_addr,
    output logic pc_branch,
    output logic [7:0] write_data_dmem
);
  logic immbit;
  assign immbit = curr_inst[12];
  logic [7:0] aluA, aluB, aluR;
  mux2 #(4) wa_dmem_mux (
      .d0(curr_inst[7:4]),
      .d1(curr_inst[11:8]),
      .s (immbit),
      .y (write_addr_dmem)
  );
  mux2 #(8) wd_dmem_mux (
      .d0(aluB),
      .d1(curr_inst[7:0]),
      .s (immbit),
      .y (write_data_dmem)
  );
  logic zero;
  assign pc_branch = zero & branch;
  logic immbit_addition;
  always_comb
    if (immbit || addition) immbit_addition = 1;
    else immbit_addition = 0;
  logic immbit_not_addition;
  assign immbit_not_addition = immbit && !addition;
  logic [7:0] res_mux_out;
  logic [7:0] write_data_rf;
  logic [3:0] write_addr_rf;
  logic [4:0] cur_addr_plus_1;
  adder #(5) a1 (
      .a(curr_inst_addr),
      .b(5'b00001),
      .c(cur_addr_plus_1)
  );
  mux2 #(5) pc_mux (
      .d0(cur_addr_plus_1),
      .d1(curr_inst[12:8]),
      .s (pc_branch),
      .y (next_inst_addr)
  );
  regfile rf (
      .clk(clk),
      .write_enable(regW),
      .reset(reset),
      .write_addr(write_addr_rf),
      .write_data(write_data_rf),
      .read_addr_1(curr_inst[7:4]),
      .read_addr_2(curr_inst[3:0]),
      .read_data_1(aluA),
      .read_data_2(aluB)
  );
  mux2 #(4) wa_rf_mux (
      .d0(curr_inst[7:4]),
      .d1(curr_inst[11:8]),
      .s (immbit_addition),
      .y (write_addr_rf)
  );
  mux2 #(8) wd_rf_mux (
      .d0(res_mux_out),
      .d1(curr_inst[7:0]),
      .s (immbit_not_addition),
      .y (write_data_rf)
  );
  mux2 #(8) res_mux (
      .d0(aluR),
      .d1(read_data_dmem),
      .s (mem_to_reg),
      .y (res_mux_out)
  );
  ALU alu (
      .a(aluA),
      .b(aluB),
      .f(aluF),
      .y(aluR),
      .zero(zero)
  );
  assign read_addr_dmem = curr_inst[3:0];
endmodule
`timescale 1ns / 1ps
module dmem (
    input logic clk,
    input logic write_enable,
    input logic reset,
    input logic [3:0] write_addr,
    input logic [7:0] write_data,
    input logic [3:0] read_addr_1,
    input logic [3:0] read_addr_2,
    output logic [7:0] read_data_1,
    output logic [7:0] read_data_2
);
  logic [7:0] memory[16];
  always_ff @(posedge clk)
    if (reset) begin
      for (int i = 0; i < 16; i = i + 1) begin
        memory[i] <= 8'b0;
      end
    end else if (write_enable) memory[write_addr] <= write_data;
  assign read_data_1 = memory[read_addr_1];
  assign read_data_2 = memory[read_addr_2];
endmodule
`timescale 1ns / 1ps
module imem (
    input  logic [ 4:0] read_addr,
    output logic [15:0] read_data
);
  logic [15:0] memory[32];
  assign read_data = memory[read_addr];
  initial begin
    memory[0] = 16'b001_1_0000_00000100;   
    memory[1] = 16'b001_1_0001_00000101;   
    memory[2] = 16'b001_1_0100_00001111;   
    memory[3] = 16'b001_1_0101_00000110;   
    memory[4] = 16'b000_0_0000_0000_0000;   
    memory[5] = 16'b000_0_0000_0001_0001;   
    memory[6] = 16'b000_0_0000_0100_0100;   
    memory[7] = 16'b000_0_0000_0101_0101;   
    memory[8] = 16'b001_1_0010_00000000;   
    memory[9] = 16'b001_1_0011_00000001;   
    memory[10] = 16'b001_1_1111_00000000;   
    memory[11] = 16'b101_10011_0010_0101;   
    memory[12] = 16'b010_1_1000_1111_0100;   
    memory[13] = 16'b000_0_0000_1000_1000;   
    memory[14] = 16'b001_0_0000_1111_1000;   
    memory[15] = 16'b010_0_1001_0010_0011;   
    memory[16] = 16'b000_0_0000_1001_1001;   
    memory[17] = 16'b001_0_0000_0010_1001;   
    memory[18] = 16'b101_01011_0000_0000;   
    memory[19] = 16'b000_0_0000_1111_1111;   
    memory[20] = 16'b111_1111111111111;   
    memory[21] = 16'b0001000100000010;
    memory[22] = 16'b0001001000000010;
    memory[23] = 16'b0001010000000010;
    memory[24] = 16'b0001100000000010;
    memory[25] = 16'b0011000000000010;
    memory[26] = 16'b0101000000000010;
    memory[27] = 16'b1001010001000010;
    memory[28] = 16'b0101000010000010;
    memory[29] = 16'b0001001000010010;
    memory[30] = 16'b0111000100100010;
    memory[31] = 16'b0001000001000010;
  end
endmodule
`timescale 1ns / 1ps
module mips (
    input logic clk,
    input logic reset,
    input logic [15:0] curr_inst,
    input logic [7:0] read_data_dmem,
    input logic [4:0] curr_inst_addr,
    output logic [4:0] next_inst_addr,
    output logic memW,
    output logic [3:0] read_addr_dmem,
    output logic [3:0] write_addr_dmem,
    output logic pc_branch,
    output logic halt,
    output logic [7:0] write_data_dmem
);
  logic regW, aluF, mem_to_reg, addition, branch;
  controller cc (
      .op(curr_inst[15:13]),
      .memW(memW),
      .regW(regW),
      .aluF(aluF),
      .mem_to_reg(mem_to_reg),
      .addition(addition),
      .branch(branch),
      .halt(halt)
  );
  datapath dp (
      .clk(clk),
      .reset(reset),
      .curr_inst(curr_inst),
      .regW(regW),
      .read_data_dmem(read_data_dmem),
      .mem_to_reg(mem_to_reg),
      .aluF(aluF),
      .addition(addition),
      .branch(branch),
      .curr_inst_addr(curr_inst_addr),
      .read_addr_dmem(read_addr_dmem),
      .write_addr_dmem(write_addr_dmem),
      .next_inst_addr(next_inst_addr),
      .pc_branch(pc_branch),
      .write_data_dmem(write_data_dmem)
  );
endmodule
`timescale 1ns / 1ps
module mux2 #(
    parameter int WIDTH = 8
) (
    input logic [WIDTH - 1:0] d0,
    input logic [WIDTH - 1:0] d1,
    input logic s,
    output logic [WIDTH - 1:0] y
);
  assign y = s ? d1 : d0;
endmodule
`timescale 1ns / 1ps
module regfile (
    input logic clk,
    input logic write_enable,
    input logic reset,
    input logic [3:0] write_addr,
    input logic [7:0] write_data,
    input logic [3:0] read_addr_1,
    input logic [3:0] read_addr_2,
    output logic [7:0] read_data_1,
    output logic [7:0] read_data_2
);
  logic [7:0] registers[16];
  always_ff @(posedge clk)
    if (reset) begin
      for (int i = 0; i < 16; i = i + 1) begin
        registers[i] <= 8'b0;
      end
    end else if (write_enable) registers[write_addr] <= write_data;
  assign read_data_1 = registers[read_addr_1];
  assign read_data_2 = registers[read_addr_2];
endmodule
`timescale 1ns / 1ps
module subtractor (
    input  logic [7:0] a,
    input  logic [7:0] b,
    output logic [7:0] c
);
  assign c = a - b;
endmodule
`timescale 1ns / 1ps
module SevSeg_4Digit (
    input clk,
    input [3:0] in3,
    input [3:0] in2,
    input [3:0] in1,
    input [3:0] in0,   
    output [6:0] seg,
    output dp,   
    output [3:0] an   
);
  localparam int N = 18;
  logic [N-1:0] count = {N{1'b0}};   
  always @(posedge clk) count <= count + 1;
  logic [4:0] digit_val;   
  logic [3:0] digit_en;   
  always @(*) begin
    digit_en  = 4'b1111;   
    digit_val = in0;   
    unique case (count[N-1:N-2])   
      2'b00 :   
    begin
        digit_val = {1'b0, in0};
        digit_en  = 4'b1110;
      end
      2'b01:   
    begin
        digit_val = {1'b0, in1};
        digit_en  = 4'b1101;
      end
      2'b10:   
    begin
        digit_val = {1'b1, in2};
        digit_en  = 4'b1011;
      end
      2'b11:   
    begin
        digit_val = {1'b0, in3};
        digit_en  = 4'b0111;
      end
    endcase
  end
  logic [6:0] sseg_LEDs;
  always @(*) begin
    sseg_LEDs = 7'b1111111;   
    case (digit_val)
      5'd0: sseg_LEDs = 7'b1000000;   
      5'd1: sseg_LEDs = 7'b1111001;   
      5'd2: sseg_LEDs = 7'b0100100;   
      5'd3: sseg_LEDs = 7'b0110000;   
      5'd4: sseg_LEDs = 7'b0011001;   
      5'd5: sseg_LEDs = 7'b0010010;   
      5'd6: sseg_LEDs = 7'b0000010;   
      5'd7: sseg_LEDs = 7'b1111000;   
      5'd8: sseg_LEDs = 7'b0000000;   
      5'd9: sseg_LEDs = 7'b0010000;   
      5'd10: sseg_LEDs = 7'b0001000;   
      5'd11: sseg_LEDs = 7'b0000011;   
      5'd12: sseg_LEDs = 7'b1000110;   
      5'd13: sseg_LEDs = 7'b0100001;   
      5'd14: sseg_LEDs = 7'b0000110;   
      5'd15: sseg_LEDs = 7'b0001110;   
      5'd16: sseg_LEDs = 7'b0110111;   
      default: sseg_LEDs = 7'b0111111;   
    endcase
  end
  assign an  = digit_en;
  assign seg = sseg_LEDs;
  assign dp  = 1'b1;   
endmodule
`timescale 1ns / 1ps
module debounce (
    input  logic clk,
    input  logic button,
    output logic pulse
);
  logic [24:0] timer;
  typedef enum logic [1:0] {
    S0,
    S1,
    S2,
    S3
  } state_t;
  state_t state, nextState;
  logic gotInput;
  always_ff @(posedge clk) begin
    state <= nextState;
    if (gotInput) timer <= 25000000;
    else timer <= timer - 1;
  end
  always_comb
    case (state)
      S0:
      if (button) begin   
        nextState = S1;
        gotInput  = 1;
      end else begin
        nextState = S0;
        gotInput  = 0;
      end
      S1: begin
        nextState = S2;
        gotInput  = 0;
      end
      S2: begin
        nextState = S3;
        gotInput  = 0;
      end
      S3: begin
        if (timer == 0) nextState = S0;
        else nextState = S3;
        gotInput = 0;
      end
      default: begin
        nextState = S0;
        gotInput  = 0;
      end
    endcase
  assign pulse = (state == S1);
endmodule
`timescale 1ns / 1ps
module selector (
    input logic clk,
    input logic pulse4,
    input logic pulse5,
    input logic reset,
    input logic [15:0] inst_from_fpga,
    input logic [15:0] inst_from_imem,
    input logic halt,
    output logic [15:0] curr_inst
);
  always_ff @(posedge clk)
    if (reset) curr_inst <= 16'b0;
    else if (pulse4 && !halt) curr_inst <= inst_from_fpga;
    else if (pulse5 && !halt) curr_inst <= inst_from_imem;
    else curr_inst <= curr_inst;
endmodule
`timescale 1ns / 1ps
module top_fpga (
    input logic clk,
    input logic [15:0] inst_on_fpga,
    input logic btnU,
    input logic btnR,
    input logic btnL,
    input logic btnC,
    input logic btnD,
    output logic [15:0] inst_on_imem,
    output logic [6:0] seg,
    output logic dp,
    output logic [3:0] an
);
  logic pulse1, pulse2, pulse3, pulse4, pulse5;
  logic [4:0] curr_inst_addr;
  logic [4:0] next_inst_addr;
  logic [15:0] curr_inst;
  logic [3:0] read_addr_dmem;
  logic [7:0] read_data_dmem;
  logic [3:0] write_addr_dmem;
  logic [7:0] write_data_dmem;
  logic [3:0] read_addr_dummy;
  logic [7:0] read_data_dummy;
  logic pc_branch;
  logic memW;
  logic halt;
  selector sc (
      .clk(clk),
      .pulse4(pulse4),
      .pulse5(pulse5),
      .reset(pulse1),
      .inst_from_fpga(inst_on_fpga),
      .inst_from_imem(inst_on_imem),
      .halt(halt),
      .curr_inst(curr_inst)
  );
  PC pc (
      .clk(clk),
      .enable(pulse5),
      .reset(pulse1),
      .next_inst_addr(next_inst_addr),
      .pc_src(pc_branch),
      .halt(halt),
      .curr_inst_addr(curr_inst_addr)
  );
  imem imem (
      .read_addr(curr_inst_addr),
      .read_data(inst_on_imem)
  );
  mips processor (
      .clk(clk),
      .reset(pulse1),
      .curr_inst(curr_inst),
      .read_data_dmem(read_data),
      .curr_inst_addr(curr_inst_addr),
      .next_inst_addr(next_inst_addr),
      .memW(memW),
      .read_addr_dmem(read_addr_dmem),
      .write_addr_dmem(write_addr_dmem),
      .pc_branch(pc_branch),
      .halt(halt),
      .write_data_dmem(write_data_dmem)
  );
  dmem dmem (
      .clk(clk),
      .write_enable(memW),
      .reset(pulse1),
      .write_addr(write_addr_dmem),
      .write_data(write_data_dmem),
      .read_addr_1(read_addr_dmem),
      .read_addr_2(read_addr_dummy),
      .read_data_1(read_data_dmem),
      .read_data_2(read_data_dummy)
  );
  debounce d1 (
      .clk(clk),
      .button(btnU),
      .pulse(pulse1)
  );   
  debounce d2 (
      .clk(clk),
      .button(btnR),
      .pulse(pulse2)
  );   
  debounce d3 (
      .clk(clk),
      .button(btnL),
      .pulse(pulse3)
  );   
  debounce d4 (
      .clk(clk),
      .button(btnC),
      .pulse(pulse4)
  );   
  debounce d5 (
      .clk(clk),
      .button(btnD),
      .pulse(pulse5)
  );   
  SevSeg_4Digit ss (
      .clk(clk),
      .in3(read_addr_dmem),
      .in2(4'b1111),
      .in1(read_data_dmem[7:4]),
      .in0(read_data_dmem[3:0]),
      .seg(seg),
      .dp (dp),
      .an (an)
  );
  always_ff @(posedge clk)
    if (pulse2) read_addr_dmem <= read_addr_dmem + 1;
    else if (pulse3) read_addr_dmem <= read_addr_dmem - 1;
    else read_addr_dmem <= read_addr_dmem;
endmodule
</file>
==> flow_metrics.env <==
# physical design summary
export IMPL_outcome="aborted with a tool error"
export IMPL_lastStage="synthesis"
export IMPL_error="ERROR: Found 4 problems in 'check -assert'."
export IMPL_synth_main_ff_cell="edfxtp_1"
export IMPL_netlist_area_leader_share_pct=35.7
export IMPL_yosysWarningCount=13
export IMPL_postSynthSeqShare_pct=53.8
export IMPL_area_leaders="edfxtp_1, dfxtp_1, mux4_2, nor2_1, nand2_1"
export IMPL_synthArstFlopShare_pct=0
export IMPL_yosys_stat_cells=1949
export IMPL_numSynthFlops=458
export IMPL_yosysTopAreaCell="edfxtp_1"
export IMPL_synth_edff_count=260
export IMPL_yosys_area_um2=21900
export IMPL_ys_types=79
[Yosys cell counts (all sizes together) (4+ instances only)]
library cell and instances:
or2 6, and2 6, mux2 9, nor2 395, ha 33, o211ai 5, a31oi 6, a21o 5
nand3 43, nand2b 19, edfxtp 260, nand4 7, or4 8, nor3b 4, nor3 49, nor4 17
a21oi 71, mux4 121, o31ai 7, or3 38, o22ai 20, inv 47, nand3b 8, xor2 36
o221ai 8, clkbuf 76, o21bai 9, nor2b 7, mux2i 18, a211oi 5, o21ai 73, and3 14
xnor2 74, buf 22, dfxtp 198, nand2 184, a221oi 4
[kinds of logic after synthesis]
logic type      Yosys count  synth area share (%)
compound gates          242                  6.93
xor+xnor                110                  4.44
fa+ha+maj                36                  2.16
buf+inv                 145                  2.65
flops                   458                  53.8
mux                     148                  13.8
other cells               1                0.0171
simple gates            809                  16.2
