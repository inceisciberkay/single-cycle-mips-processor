**/design/flow/run.sh**
```bash
#!/bin/bash
# OpenROAD 26Q1-2900-gdf79404cd8, Yosys 0.63+post, stock flow scripts
make -C /OpenROAD-flow-scripts/flow DESIGN_CONFIG=/design/flow/config.mk WORK_HOME=/design/flow/orfs finish
```
**/design/flow/config.mk**
```make
export PLATFORM = sky130hd
export DESIGN_NAME = top
export DESIGN_NICKNAME = top
export VERILOG_FILES = /design/flow/design.v
export SDC_FILE = /design/flow/constraint.sdc
export NUM_CORES = 4
export LEC_CHECK = 1
export CORE_UTILIZATION = 40
```
**/design/flow/constraint.sdc**
```tcl
current_design top

set clk_period 9.2
set clk_io_pct 0.2

create_clock -name clk0 -period $clk_period [get_ports {clk}]

set non_clock_inputs [all_inputs -no_clocks]
set_input_delay [expr $clk_period * $clk_io_pct] -clock clk0 $non_clock_inputs
set_output_delay [expr $clk_period * $clk_io_pct] -clock clk0 [all_outputs]
```
**/design/flow/design.v**
```verilog
`timescale 1ns / 1ps
module ALU (
    input logic [7:0] a,
    input logic [7:0] b,
    input logic f,
    output logic [7:0] y,
    output logic zero
);
  logic [7:0] p, q;
  adder add (
      .a(a),
      .b(b),
      .c(p)
  );
  subtractor sub (
      .a(a),
      .b(b),
      .c(q)
  );
  always_comb
    case (f)
      0: y = p;   
      1: y = q;   
      default: y = {8{1'bx}};
    endcase
  assign zero = (q == 0);
endmodule
`timescale 1ns / 1ps
module PC (
    input logic clk,
    input logic enable,
    input logic reset,
    input logic [4:0] next_inst_addr,
    input logic pc_src,
    input logic halt,
    output logic [4:0] curr_inst_addr
);
  always_ff @(posedge clk)
    if (reset) begin
      curr_inst_addr <= 5'b0;
    end else if ((enable || pc_src) && !halt) begin
      curr_inst_addr <= next_inst_addr;
    end
endmodule
`timescale 1ns / 1ps
module adder #(
    parameter int WIDTH = 8
) (
    input  logic [WIDTH - 1:0] a,
    input  logic [WIDTH - 1:0] b,
    output logic [WIDTH - 1:0] c
);
  assign c = a + b;
endmodule
`timescale 1ns / 1ps
module controller (
    input logic [2:0] op,
    output logic memW,
    output logic regW,
    output logic aluF,
    output logic mem_to_reg,
    output logic addition,
    output logic branch,
    output logic halt
);
  logic [6:0] controls;
  assign {regW, memW, mem_to_reg, addition, aluF, branch, halt} = controls;
  always_comb
    case (op)
      3'b000:  controls = 7'b0100000;   
      3'b001:  controls = 7'b1010000;   
      3'b010:  controls = 7'b1001000;   
      3'b101:  controls = 7'b0000110;   
      3'b111:  controls = 7'b0000001;   
      default: controls = 7'bxxxxxxx;   
    endcase
endmodule
`timescale 1ns / 1ps
module datapath (
    input logic clk,
    input logic reset,
    input logic [15:0] curr_inst,
    input logic regW,
    input logic [7:0] read_data_dmem,
    input logic mem_to_reg,
    input logic aluF,
    input logic addition,
    input logic branch,
    input logic [4:0] curr_inst_addr,
    output logic [3:0] read_addr_dmem,
    output logic [3:0] write_addr_dmem,
    output logic [4:0] next_inst_addr,
    output logic pc_branch,
    output logic [7:0] write_data_dmem
);
  logic immbit;
  assign immbit = curr_inst[12];
  logic [7:0] aluA, aluB, aluR;
  mux2 #(4) wa_dmem_mux (
      .d0(curr_inst[7:4]),
      .d1(curr_inst[11:8]),
      .s (immbit),
      .y (write_addr_dmem)
  );
  mux2 #(8) wd_dmem_mux (
      .d0(aluB),
      .d1(curr_inst[7:0]),
      .s (immbit),
      .y (write_data_dmem)
  );
  logic zero;
  assign pc_branch = zero & branch;
  logic immbit_addition;
  always_comb
    if (immbit || addition) immbit_addition = 1;
    else immbit_addition = 0;
  logic immbit_not_addition;
  assign immbit_not_addition = immbit && !addition;
  logic [7:0] res_mux_out;
  logic [7:0] write_data_rf;
  logic [3:0] write_addr_rf;
  logic [4:0] cur_addr_plus_1;
  adder #(5) a1 (
      .a(curr_inst_addr),
      .b(5'b00001),
      .c(cur_addr_plus_1)
  );
  mux2 #(5) pc_mux (
      .d0(cur_addr_plus_1),
      .d1(curr_inst[12:8]),
      .s (pc_branch),
      .y (next_inst_addr)
  );
  regfile rf (
      .clk(clk),
      .write_enable(regW),
      .reset(reset),
      .write_addr(write_addr_rf),
      .write_data(write_data_rf),
      .read_addr_1(curr_inst[7:4]),
      .read_addr_2(curr_inst[3:0]),
      .read_data_1(aluA),
      .read_data_2(aluB)
  );
  mux2 #(4) wa_rf_mux (
      .d0(curr_inst[7:4]),
      .d1(curr_inst[11:8]),
      .s (immbit_addition),
      .y (write_addr_rf)
  );
  mux2 #(8) wd_rf_mux (
      .d0(res_mux_out),
      .d1(curr_inst[7:0]),
      .s (immbit_not_addition),
      .y (write_data_rf)
  );
  mux2 #(8) res_mux (
      .d0(aluR),
      .d1(read_data_dmem),
      .s (mem_to_reg),
      .y (res_mux_out)
  );
  ALU alu (
      .a(aluA),
      .b(aluB),
      .f(aluF),
      .y(aluR),
      .zero(zero)
  );
  assign read_addr_dmem = curr_inst[3:0];
endmodule
`timescale 1ns / 1ps
module dmem (
    input logic clk,
    input logic write_enable,
    input logic reset,
    input logic [3:0] write_addr,
    input logic [7:0] write_data,
    input logic [3:0] read_addr_1,
    input logic [3:0] read_addr_2,
    output logic [7:0] read_data_1,
    output logic [7:0] read_data_2
);
  logic [7:0] memory[16];
  always_ff @(posedge clk)
    if (reset) begin
      for (int i = 0; i < 16; i = i + 1) begin
        memory[i] <= 8'b0;
      end
    end else if (write_enable) memory[write_addr] <= write_data;
  assign read_data_1 = memory[read_addr_1];
  assign read_data_2 = memory[read_addr_2];
endmodule
`timescale 1ns / 1ps
module imem (
    input  logic [ 4:0] read_addr,
    output logic [15:0] read_data
);
  logic [15:0] memory[32];
  assign read_data = memory[read_addr];
  initial begin
    memory[0] = 16'b001_1_0000_00000100;   
    memory[1] = 16'b001_1_0001_00000101;   
    memory[2] = 16'b001_1_0100_00001111;   
    memory[3] = 16'b001_1_0101_00000110;   
    memory[4] = 16'b000_0_0000_0000_0000;   
    memory[5] = 16'b000_0_0000_0001_0001;   
    memory[6] = 16'b000_0_0000_0100_0100;   
    memory[7] = 16'b000_0_0000_0101_0101;   
    memory[8] = 16'b001_1_0010_00000000;   
    memory[9] = 16'b001_1_0011_00000001;   
    memory[10] = 16'b001_1_1111_00000000;   
    memory[11] = 16'b101_10011_0010_0101;   
    memory[12] = 16'b010_1_1000_1111_0100;   
    memory[13] = 16'b000_0_0000_1000_1000;   
    memory[14] = 16'b001_0_0000_1111_1000;   
    memory[15] = 16'b010_0_1001_0010_0011;   
    memory[16] = 16'b000_0_0000_1001_1001;   
    memory[17] = 16'b001_0_0000_0010_1001;   
    memory[18] = 16'b101_01011_0000_0000;   
    memory[19] = 16'b000_0_0000_1111_1111;   
    memory[20] = 16'b111_1111111111111;   
    memory[21] = 16'b0001000100000010;
    memory[22] = 16'b0001001000000010;
    memory[23] = 16'b0001010000000010;
    memory[24] = 16'b0001100000000010;
    memory[25] = 16'b0011000000000010;
    memory[26] = 16'b0101000000000010;
    memory[27] = 16'b1001010001000010;
    memory[28] = 16'b0101000010000010;
    memory[29] = 16'b0001001000010010;
    memory[30] = 16'b0111000100100010;
    memory[31] = 16'b0001000001000010;
  end
endmodule
`timescale 1ns / 1ps
module mips (
    input logic clk,
    input logic reset,
    input logic [15:0] curr_inst,
    input logic [7:0] read_data_dmem,
    input logic [4:0] curr_inst_addr,
    output logic [4:0] next_inst_addr,
    output logic memW,
    output logic [3:0] read_addr_dmem,
    output logic [3:0] write_addr_dmem,
    output logic pc_branch,
    output logic halt,
    output logic [7:0] write_data_dmem
);
  logic regW, aluF, mem_to_reg, addition, branch;
  controller cc (
      .op(curr_inst[15:13]),
      .memW(memW),
      .regW(regW),
      .aluF(aluF),
      .mem_to_reg(mem_to_reg),
      .addition(addition),
      .branch(branch),
      .halt(halt)
  );
  datapath dp (
      .clk(clk),
      .reset(reset),
      .curr_inst(curr_inst),
      .regW(regW),
      .read_data_dmem(read_data_dmem),
      .mem_to_reg(mem_to_reg),
      .aluF(aluF),
      .addition(addition),
      .branch(branch),
      .curr_inst_addr(curr_inst_addr),
      .read_addr_dmem(read_addr_dmem),
      .write_addr_dmem(write_addr_dmem),
      .next_inst_addr(next_inst_addr),
      .pc_branch(pc_branch),
      .write_data_dmem(write_data_dmem)
  );
endmodule
`timescale 1ns / 1ps
module mux2 #(
    parameter int WIDTH = 8
) (
    input logic [WIDTH - 1:0] d0,
    input logic [WIDTH - 1:0] d1,
    input logic s,
    output logic [WIDTH - 1:0] y
);
  assign y = s ? d1 : d0;
endmodule
`timescale 1ns / 1ps
module regfile (
    input logic clk,
    input logic write_enable,
    input logic reset,
    input logic [3:0] write_addr,
    input logic [7:0] write_data,
    input logic [3:0] read_addr_1,
    input logic [3:0] read_addr_2,
    output logic [7:0] read_data_1,
    output logic [7:0] read_data_2
);
  logic [7:0] registers[16];
  always_ff @(posedge clk)
    if (reset) begin
      for (int i = 0; i < 16; i = i + 1) begin
        registers[i] <= 8'b0;
      end
    end else if (write_enable) registers[write_addr] <= write_data;
  assign read_data_1 = registers[read_addr_1];
  assign read_data_2 = registers[read_addr_2];
endmodule
`timescale 1ns / 1ps
module subtractor (
    input  logic [7:0] a,
    input  logic [7:0] b,
    output logic [7:0] c
);
  assign c = a - b;
endmodule
`timescale 1ns / 1ps
module top (
    input logic clk,
    input logic reset,
    output logic [4:0] curr_inst_addr,
    output logic [4:0] next_inst_addr,
    output logic [15:0] curr_inst,
    output logic pc_branch,
    output logic [3:0] read_addr_dmem,
    output logic [7:0] read_data_dmem,
    output logic [3:0] write_addr_dmem,
    output logic [7:0] write_data_dmem
);
  logic memW;
  logic halt;
  logic [3:0] read_addr_dummy;
  logic [7:0] read_data_dummy;
  PC pc (
      .clk(clk),
      .enable(1'b1),
      .reset(reset),
      .next_inst_addr(next_inst_addr),
      .pc_src(pc_branch),
      .halt(halt),
      .curr_inst_addr(curr_inst_addr)
  );
  imem imem (
      .read_addr(curr_inst_addr),
      .read_data(curr_inst)
  );
  mips processor (
      .clk(clk),
      .reset(reset),
      .curr_inst(curr_inst),
      .read_data_dmem(read_data_dmem),
      .curr_inst_addr(curr_inst_addr),
      .next_inst_addr(next_inst_addr),
      .memW(memW),
      .read_addr_dmem(read_addr_dmem),
      .write_addr_dmem(write_addr_dmem),
      .pc_branch(pc_branch),
      .halt(halt),
      .write_data_dmem(write_data_dmem)
  );
  dmem dmem (
      .clk(clk),
      .write_enable(memW),
      .reset(reset),
      .write_addr(write_addr_dmem),
      .write_data(write_data_dmem),
      .read_addr_1(read_addr_dmem),
      .read_addr_2(read_addr_dummy),
      .read_data_1(read_data_dmem),
      .read_data_2(read_data_dummy)
  );
endmodule
```
==> run_results.csv <==
group,metric,value,unit
layout,drive_above_1_share,0.1892,
die,die_h,192.5,um
setup_path,worst-path-buf-inv,4,
placed_design,gp_congestion,0.9085,
routing,first_pass_iters,46,
clock_tree,clock.latency.late_pin,0.56,ns
sta,fin_ws,1.398,ns
setup_path,cp.required,7.36,ns
routing,route.met3.wl,4846,um
die,num_io_pins,53,
clock_tree,cts-buffers-inserted,29,
flow_run,warning_count,36,
global_routing,grt_max_degree,41,
routing,initialDrtViolationCount,632,
sta,slew_violations,0,
routing,wire_per_inst,23.75,um
sta,hold_viol_final,0,
clock_tree,tritoncts,"built",
routing,wl,39210,um
setup_path,worstSetupPathDepth,14,
placed_design,portBuffers,52,
logic_synthesis,synth.yosys.warnings,7,
logic_synthesis,edf_count,256,
clock_tree,cts_resized,0,
logic_synthesis,synth_seq_share,0.5584,
routing,vias_per_cell,5.814,
power_and_ir_drop,ir_drop,0.1829,mV
logic_synthesis,yosys.area.top_type,"edfxtp_1",
logic_synthesis,synth_cell_types,70,
routing,vias,9599,
sta,max_slew_margin,0.4767,
layout,stdcell_area,16560,um^2
sta,period_minus_slack,7.802,ns
placed_design,preCtsSetupSlack,2.013,ns
clock_tree,cts-root-buf,"clkbuf_16",
die,rows,69,
setup_path,cp.arrival,5.96,ns
sta,fmax,0.1282,GHz
setup_path,crit_slowest_cell,"dfxtp_4",
global_routing,antenna_found_initial,1,
layout,combGateArea,5982,um^2
clock_tree,htree_levels,1,
logic_synthesis,ys_area,14520,um^2
worst_hold_path,hold_path.class,"reg2reg",
flow_run,maxCapViolCount,0,
setup_path,cp_cell_sequence,"buf_4 -> mux4_2 -> mux4_2 -> inv_1 -> ha_1 -> nor2b_1 -> a221oi_1 -> o311ai_1 -> a21oi_1 -> or4bb_1 -> o21ai_2 -> mux2i_1 -> inv_1 -> clkdlybuf4s50_1",
sta,fin_crit_sh,0.8481,
sta,rsz0062_at_grt,"no",
die,initial_core_util,0.4072,
logic_synthesis,ys.flops,277,
setup_path,crit_path_start_kind,"flop",
layout,seq_area,8115,um^2
power_and_ir_drop,powerDensity,199.3,nW/um^2
logic_synthesis,yosysTopAreaCellShare,0.5294,
logic_synthesis,synth_top_flop_cell,"edfxtp_1",
setup_path,cpLargestDelayFamily,"multiplexers",
layout,final.fill_count,3063,
sta,setup_viol,0,
placed_design,place_area,15590,um^2
setup_path,r2r_slack,2.78,ns
run_status,status,"complete, but fails checks",
sta,worst_hold_slack,0.6482,ns
die,dieArea,37070,um^2
clock_tree,cts_setup_buffers,0,
layout,stdcell_count,1651,
setup_path,worst-r2r-cell-count,18,
setup_path,crit_type,"reg2out",
setup_path,path_max_fanout,30,
clock_tree,cts.path.max_buffers,3,
layout,area_delta_synth_final,14.05,%
global_routing,grt_overflow_total,0,
placed_design,place_hpwl,27010,um
setup_path,cp-startpoint,"curr_inst[0]",
routing,wirelength_met1,15120,um
routing,drcViolationCount,12,
global_routing,grt_pass1_wl,60170,um
run_status,violations,"design-rule violations",
clock_tree,clock-sinks,277,
logic_synthesis,ys_cells,1121,
setup_path,cpPeakStageDelay,0.70,ns
logic_synthesis,async_flop_share,0,
global_routing,grt_pass1_vias,9795,
clock_tree,holdBufCountCts,0,
logic_synthesis,synthesis.instances,1121,
setup_path,crit_end,"next_inst_addr[1]",
routing,top_layer_used,"met5",
logic_synthesis,syn_area,14520,um^2
setup_path,cp-end-kind,"output port",
die,core_area,35660,um^2
power_and_ir_drop,p_leak,5.702,nW
logic_synthesis,top_cells_by_area,"edfxtp_1, mux4_2, nor2_1, dfxtp_1, nand2_1",
routing,met2WireLength,18390,um
setup_path,reg2reg_to,"curr_inst[4]",
sta,setup_tns,0,ns
sta,clock_skew,0.01029,ns
routing,ant_nets,0,
global_routing,track_usage,0.2393,
clock_tree,clk_pin_slew_worst_paths,0.06,ns
logic_synthesis,avgSynthCellArea,12.95,um^2
placed_design,dpl.cell_count,1596,
setup_path,rr_startpoint,"curr_inst[0]",
sta,tightest_slew,0.7797,ns
die,die-width,192.5,um
-- cells in the mapped netlist, types with 4 or more instances --
cell / n
a211oi_1: 8
a21oi_1: 30
a31oi_1: 6
buf_1: 6
buf_2: 12
buf_4: 7
clkbuf_1: 45
dfxtp_1: 21
edfxtp_1: 256
ha_1: 20
inv_1: 33
inv_2: 4
mux2i_1: 19
mux4_2: 119
nand2_1: 85
nand2b_1: 9
nand3_1: 17
nand4_1: 5
nor2_1: 297
nor2b_1: 7
nor3_1: 6
nor4_1: 4
o211ai_1: 5
o21ai_0: 10
o21ai_1: 10
o21bai_1: 4
or3_1: 5
xnor2_1: 8
-- worst min path at each step --
stage,startpoint,endpoint,slack (ns),cells past startpoint
4_1_cts,pc.curr_inst_addr[0],pc.curr_inst_addr[0],0.64,2
5_1_grt,pc.curr_inst_addr[0],pc.curr_inst_addr[0],0.66,2
6_report,pc.curr_inst_addr[0],pc.curr_inst_addr[0],0.65,2
-- stage by stage --
stage / utilization / total power [mW]
after CTS: 0.4644 / 3.323
after detailed placement: 0.4372 / 2.126
after floorplan: - / 1.904
final: 0.4645 / 3.301
after global routing: 0.4644 / 3.431
after global placement: 0.4372 / 2.129
-- layout make-up --
| type | count | share of cell area |
|---|---|---|
| flip-flops and latches | 277 | 0.4900 |
| diodes | 1 | 0.0001511 |
| clock inverters | 16 | 0.01277 |
| repair buffers | 85 | 0.04639 |
| multi-input cells | 735 | 0.3612 |
| well taps | 461 | 0.03483 |
| clock buffers | 38 | 0.04586 |
| inverters | 38 | 0.008764 |
-- cells in the final DEF (no fill, tap or decap), types with 6 or more instances in the layout --
master,n
mux2i_1,11
edfxtp_1,256
clkbuf_16,29
nor2b_1,7
nand2_1,85
inv_1,33
nor3_1,6
buf_4,33
nand3_1,17
o21ai_0,10
a211oi_1,8
nor2_1,297
a21oi_1,30
clkdlybuf4s50_1,52
ha_1,20
a31oi_1,6
clkbuf_1,9
mux2i_2,8
mux4_2,119
nand2b_1,9
o21ai_1,10
xnor2_1,8
dfxtp_1,17
-- kinds of logic (layout without fill, tap and decap cells) --
kind of cell	Yosys count	in the layout	share of synthesized area
AND-OR/OR-AND	108	108	0.05179
XOR/XNOR	12	12	0.008532
adder cells (fa/ha/maj)	22	22	0.01999
buffers and inverters	109	177	0.03171
flip-flops	277	277	0.5584
multiplexers	139	139	0.1995
other	0	1	0
AND/OR/NAND/NOR	454	454	0.1301
-- tightest hold or removal path, cell delays in order, from the launching register on --
cell and delay [ns]:
dfxtp_1 0.36, nand2_1 0.14, a31oi_1 0.09
-- where the power goes --
group          switching, mW  leakage [nW]  total, mW  internal (mW)
clock                  0.477         0.473       1.20          0.721
sequential            0.0503          2.82       1.47           1.42
combinational          0.342          2.41      0.628          0.286
total                  0.869          5.70       3.30           2.43
-- metal layers --
layer,up-vias,track usage
met4,2,0.04634
li1,4281,-
met3,50,0.1269
met5,-,0.01099
met1,4731,0.3402
met2,535,0.3495
-- flip-flops by register name, summed over array words and instances, names as in the netlist --
register	cells
pc.curr_inst_addr	5
dmem.memory	128
curr_inst	16
processor.dp.rf.registers	128
Power is estimated from default activity; no workload was simulated.
